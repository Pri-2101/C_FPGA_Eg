`flow/run.sh`:
```
#!/bin/bash
# OpenROAD 26Q1-2900-gdf79404cd8, Yosys 0.63+post, stock flow scripts
make -C /OpenROAD-flow-scripts/flow DESIGN_CONFIG=/design/flow/config.mk WORK_HOME=/design/flow/orfs finish
```
`flow/config.mk`:
```
export PLATFORM = sky130hd
export DESIGN_NAME = FIFO8x9
export DESIGN_NICKNAME = FIFO8x9
export VERILOG_FILES = /design/flow/design.v
export SDC_FILE = /design/flow/constraint.sdc
export NUM_CORES = 4
export LEC_CHECK = 1
export CORE_UTILIZATION = 30
```
`flow/constraint.sdc`:
```
current_design FIFO8x9

set clk_period 4.5
set clk_io_pct 0.2

create_clock -name clk0 -period $clk_period [get_ports {clk}]

set non_clock_inputs [all_inputs -no_clocks]
set_input_delay [expr $clk_period * $clk_io_pct] -clock clk0 $non_clock_inputs
set_output_delay [expr $clk_period * $clk_io_pct] -clock clk0 [all_outputs]
```
`flow/design.v`:
```
module FIFO8x9(
  input clk, rst,
  input RdPtrClr, WrPtrClr, 
  input RdInc, WrInc,
  input [8:0] DataIn,
  output [8:0] DataOut,
  input rden, wren
	);
	reg [8:0] fifo_array[7:0];
	reg [7:0] wrptr, rdptr;
	integer i;
	always@(posedge clk)
	begin
	    if(RdPtrClr == 1)
		rdptr = 0;
	    if(RdInc == 1)
		rdptr = rdptr+1;
	end
	always@(posedge clk)
	begin
	    if(rst == 1)
	    begin
		for(i = 0; i < 8; i = i+1)
		    fifo_array[i] = 0;
	    end
	    if(WrPtrClr == 1)
		wrptr = 0;
	    if(wren == 1)
		fifo_array[wrptr] = DataIn;
	    if(WrInc == 1)
		wrptr = wrptr+1;
	end
         assign DataOut = rden?9'bzzzzzzzzz:fifo_array[rdptr];
endmodule
```
==> impl_metrics.yaml <==
# synthesis and place-and-route metrics
run_status:
  status: "finished, final reports clean"
drt:
  first_pass_iters: 16
  drc: 0
  dr_total_vias: 1909
  diodes: 0
  drt-total-wl_um: 7400
  post_drt_wl_per_cell_um: 18.3
  drtIter0Drc: 60
  postRouteAntennaNets: 0
  vias_per_cell: 4.71
grt:
  grt_usage_pct: 13.5
  grt_max_degree: 20
  grt_pass1_vias: 2006
  grt_pass1_wl_um: 11700
  grt_overflow: 0
  antenna_found_initial: 0
cts:
  cts_setup_buffers: 0
  clk_pin_slew_ns: 0.06
  clock_sinks: 78
  clock-root-buffer: "clkbuf_16"
  hold_buffers: 0
  htreeDepth: 3
  clock_path_buffers: 2
  cts_buffers: 9
  worstSkewPairLatency_ns: 0.33
  cts_tree: "done"
  ctsResizeCount: 0
logic_synthesis:
  flop_cell: "edfxtp_1"
  mux_area_share_pct: 16.2
  edf_count: 72
  ys_sh_xor_pct: 1.21
  ys_cells: 221
  synth_area_per_cell_sq_um: 16.4
  syn_area_sq_um: 3620
  ys_sh_simple_pct: 17.6
  synth_cell_types: 26
  synth_adder_area_share_pct: 0.345
  seq_area_frac_synth_pct: 63.0
  synthCells: 221
  yosysChipArea_sq_um: 3620
  synthArstFlopShare_pct: 0
  compound_area_share_pct: 0.207
  top_logic_kind: "simple AND/OR/NAND/NOR gates"
  yosys_warnings: 2
  numSynthFlops: 78
sta:
  setup_viol: 0
  skew_ns: 0.00214
  setup_slack_ns: 1.31
  fin_tns_setup_ns: 0
  drv_slew: 0
  timing.fmax_mhz: 314
  period_used_pct: 70.9
  hold_viol: 0
  period_needed_ns: 3.19
  rsz0062_at_grt: "no"
  tightest_slew_ns: 0.705
  relSlewSlack_pct: 52.9
placement:
  dp_hpwl_um: 4610
  portBuffers: 24
  dpl_worst_slack_ns: 1.35
  gp_congestion: 0.762
  dp.cells: 389
setup_path:
  max_stage_delay_ns: 0.60
  crit_family: "multiplexers"
  start_kind: "register"
  setup.worst_path.class: "reg -> out"
  crit_slowest_cell: "mux4_1"
  crit_chain: "buf_4 -> mux4_1 -> mux2_4 -> clkdlybuf4s50_1"
  end_kind: "primary output"
  cp.buffers_inverters: 2
  worstPathArrival_ns: 2.29
  cp.required_ns: 3.60
  critPathMaxFanout: 19
power:
  powerDensity_nw_per_um2: 411
  p_clk_share_pct: 39.0
  leakagePower_uw: 0.00160
  combPwrFrac_pct: 13.1
  finalPower_uw: 1780
  internal-power_uw: 1400
  switching_share_pct: 21.6
  netSwitchingPower_uw: 386
  pwr-share-seq_pct: 47.9
  ir_drop_uv: 263
min_path:
  holdCritPathClass: "reg -> reg"
floorplan:
  die_x_um: 112
  core_area_sq_um: 11600
  ioPinCount: 26
  num_rows: 39
  fp_util_pct: 31.2
  dieArea_sq_um: 12500
  die_y_um: 112
layout:
  instances_no_fill: 405
  drive_gt1_share_pct: 20.6
  syn2layout_area_growth_pct: 19.7
  fin_util_pct: 37.4
job:
  tool_warnings: 26
  max-cap-violations: 0
## kinds of logic (layout without fill, tap and decap cells)
family / count (synthesis) / in the layout
muxes: 28 / 28
and+or+nand+nor: 101 / 101
adders and majority gates: 1 / 1
AOI/OAI and AO/OA: 1 / 1
DFF: 78 / 78
xor gates and xnor gates: 5 / 5
buffers and inverters: 7 / 48
## power groups by stage
stage     logic (uW)  clock network (uW)  registers (uW)
6_report         233                 696             854
5_1_grt          256                 744             859
4_1_cts          241                 714             855
## sequential cells by signal (all words and copies together) (netlist names)
register,cells
fifo_array,72
rdptr,3
wrptr,3
## layer usage
layer	track usage (%)	up-vias	part of all wire, %
met5	0	-	0
met4	1.08	0	0.61
met2	20.4	83	47
met1	18.3	921	42
met3	7.92	4	11
li1	-	901	-
## path summary, 6_finish.rpt
| path | start | end | slack [ns] | cells after the start |
|---|---|---|---|---|
| worst min register to register | wrptr[1] | wrptr[1] | 0.65 | 2 |
| worst max register to register | wrptr[2] | fifo_array[4][8] | 2.46 | 3 |
| worst max-delay path | rdptr[0] | DataOut[4] | 1.31 | 4 |
| worst min-delay path | wrptr[1] | wrptr[1] | 0.65 | 2 |
## cells in the mapped netlist, types with 2 or more instances
cell type / n / area, sq um
nand3_1: 2 / 10.0
mux4_1: 9 / 236
dfxtp_1: 6 / 120
nor2_1: 4 / 15.0
nor2b_1: 3 / 18.8
mux4_2: 9 / 203
mux2_4: 9 / 135
nand2b_1: 2 / 12.5
edfxtp_1: 72 / 2160
xor2_1: 3 / 26.3
or2_2: 8 / 50.1
and2_1: 72 / 450
nor3_1: 3 / 15.0
buf_2: 4 / 20.0
nand2_1: 3 / 11.3
xnor2_1: 2 / 17.5
## worst register-to-register path, stage by stage, from the launching register on
cell      delay, ns
dfxtp_1        0.45
nand2b_1       0.19
nor4b_4        0.65
or2_2          0.42
## placed cells by master (no fill, tap or decap), drive strengths merged, types with 2 or more instances in the layout
cell type	n
and2	72
buf	8
clkbuf	9
clkdlybuf4s50	24
clkinv	4
clkinvlp	2
dfxtp	6
edfxtp	72
mux2	10
mux4	18
nand2	3
nand2b	2
nand3	2
nor2	4
nor2b	3
nor3	4
or2	8
xnor2	2
xor2	3
## cell type report
class	instances	area, sq um
Multi-Input combinational cell	136	1290
Timing Repair Buffer	32	300
Fill cell	1087	7280
Clock inverter	7	65.1
Sequential cell	78	2280
Clock buffer	9	225
Tap cell	143	179
## metrics by stage
| stage | area (sq um) | hold WS, ns |
|---|---|---|
| finish | 4340 | 0.649 |
| global route | 4340 | 0.692 |
| CTS | 4340 | 0.647 |
| detailed placement | 4050 | 0.637 |
| global placement | 4050 | 0.621 |
| floorplan | 3620 | 0.582 |
Power figures rest on the tool's default switching activity, not on a simulated workload.

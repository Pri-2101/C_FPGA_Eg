===== ./config.mk =====
export PLATFORM = sky130hd
export DESIGN_NAME = RAM128x32
export DESIGN_NICKNAME = RAM128x32
export VERILOG_FILES = /design/flow/design.v
export SDC_FILE = /design/flow/constraint.sdc
export NUM_CORES = 4
export LEC_CHECK = 1
export CORE_UTILIZATION = 50

===== ./constraint.sdc =====
current_design RAM128x32

set clk_period 106.3
set clk_io_pct 0.2

create_clock -name clk0 -period $clk_period [get_ports {clk}]

set non_clock_inputs [all_inputs -no_clocks]
set_input_delay [expr $clk_period * $clk_io_pct] -clock clk0 $non_clock_inputs
set_output_delay [expr $clk_period * $clk_io_pct] -clock clk0 [all_outputs]

===== ./design.v =====
module RAM128x32 
#(parameter Data_width = 32, Addr_width = 7) 
(   
    input wire clk,
    input wire we,
    input wire [(Addr_width-1):0] address, 
    input wire [(Data_width-1):0] d,
    output wire [(Data_width - 1):0] q
  );
    reg [(Data_width - 1) :0]RAM[(2**Addr_width) - 1:0];
    reg [(Data_width - 1):0]data_reg;
    always@(posedge clk)
    begin
	if(we == 1)
	    RAM[address] <= d;
	    data_reg <= RAM[address];
    end
    assign q = RAM[address];
endmodule

===== ./run.sh =====
#!/bin/bash
# OpenROAD 26Q1-2900-gdf79404cd8, Yosys 0.63+post, stock flow scripts
make -C /OpenROAD-flow-scripts/flow DESIGN_CONFIG=/design/flow/config.mk WORK_HOME=/design/flow/orfs finish

==> results.txt <==
Latest figures from synthesis and place and route.

The flow ran to the end, but the final reports show violations. The checks that failed: capacitance limit, slew limit. At the pin with the least slew margin, the transition time is 1.86 ns. The H-tree depth is 5. According to the floorplan report, the die height is 562 µm. In this run the count of I/O pins placed on the die edge is 73. The category of the most critical setup path is input port to output pin. The data required time of the worst path is 85.04 ns. The registers reported with the highest flop counts are RAM (4096). Port buffering added 72 buffers. The number of pins exceeding their max-slew limit in the final report is 13.

The finished layout cell area is 178000 µm². TritonRoute reported its final design rule violation total as 0. The total number of placement rows is 205. STA lists the maximum fanout along the critical path as 43. The net switching power is 794 µW. Setup violations remaining at the end of the flow were counted as 0. In the final routed layout, each cell accounts on average for 41.7 µm.

The data arrival time of the worst path is 27.74 ns. TritonCTS built the clock tree. Per the post-CTS timing run, clock transition at the registers of the reported paths is 0.06 ns. The tightest min-delay check is of the input port to flip-flop type. Per the final layout report, the fraction of cells sized above drive strength 1 comes to 18.1%.

The highest supply drop recorded on VDD is 16.5 µV. The logic gate share of total power is 6.4%. The overall via count from detail_route is 95400. Based on the critical path, the design can be clocked at up to 20.4 MHz. In this run, CTS created clock tree buffers numbering 417. The synth_stat.txt file lists the number of cells as 8922. Setup repair after global routing left no endpoint under its margin. The synthesis run shows the most used standard cells to be sky130_fd_sc_hd__edfxtp_1 (4096), sky130_fd_sc_hd__a221oi_1 (847), sky130_fd_sc_hd__a22oi_1 (468).

The max capacitance violation total is 1. The number of antenna violations at the first check in global routing was 56. Looking at the power breakdown, sequential logic takes 51.6% of the total. For this run, the number of Yosys warnings is 1. The logs give a warning total of 27.

The number of setup buffers added after CTS is 0. According to the floorplan report, the placeable core area is 312000 µm². After floorplanning, the die was sized to cover 315000 µm². The width of the die is 562 µm. The placement stage leaves a total instance area of 165000 µm². The number of storage elements in the synthesis netlist is 4096. TritonCTS reports the number of clock sinks as 4096.

The worst hold path terminates at RAM[14][7]. The length of the first detailed-routing pass in iterations is 8. Including well taps, the total number of placed cells is 12900.

The launching element type of the critical path is an input port. The worst setup path is captured at an output pin. The synthesized chip area reported by yosys is 157000 µm². The final timing report derives a shortest allowable period of 49.00 ns. The sum of negative setup slack is 0 ns.

The gate count after technology mapping is 8922. The first global-routing pass estimated 786000 µm of wire. Yosys reports that the leading cell type by area covers 78.5% of the netlist area. In the synthesized netlist the async set-or-reset flop fraction comes to 0%.

The tightest slew margin relative to the limit is -24.2%. The flow reported a cell area power density of 19.4 nW/µm². Looking at hold timing, the worst path starts from d[7]. The synthesized area divided by synthesized cell count is 17.6 µm².

After global routing the overflow that remains totals 0. The final-report hold violation count is 0. RePlAce ended its routability-driven mode at a weighted congestion of 0.986. The switching fraction of total power is 22.9%. The tally of unique sky130hd cells used after synthesis is 75. The post-synth tally of flip-flops with integrated enable is 4096. The area growth from synthesis to layout is 13.9%. The register with the most flip-flops in the layout has 4096 of them. The internal power consumption is 2670 µW. The total power consumption of the routed design is 3460 µW. The mean number of vias per cell is 6.93.

The clock passes through at most 4 buffers. The main flop type after synthesis is sky130_fd_sc_hd__edfxtp_1. The wire length after detailed routing is 573000 µm. The cell area that synthesis handed to floorplanning was 157000 µm². The tally of filler cells in the layout is 22500. The post-synthesis sequential area ratio is 78.5%.

Once the floorplan was initialized, standard cells occupied 50.3% of the core. The detailed placement HPWL is 339000 µm. For this run the top cell type by instance count after synthesis was sky130_fd_sc_hd__edfxtp_1. In the hold timing report, the worst path depth is 1. The final cell count without fillers is 13800. The first routing iteration left 8002 violations. The via count of the first global-routing pass is 99300. The total routing usage reported by global routing is 41.0%.

The power report attributes to the clock group a share of 42.0%. Summed over all cells, the static leakage comes to 0.0551 µW. The cell chosen for the clock root is sky130_fd_sc_hd__clkbuf_16. Entering global routing, the biggest net connects 98 pins. The synthesis report lists the most area-consuming cells as sky130_fd_sc_hd__edfxtp_1 (79%), sky130_fd_sc_hd__a221oi_1 (4.7%), sky130_fd_sc_hd__a22oi_1 (2.2%). The register with the most flip-flops is RAM. The largest total area in the synthesized netlist belongs to sky130_fd_sc_hd__edfxtp_1.

In this run, post-CTS hold repair placed 0 buffers. The final worst hold slack is 20.64 ns. The count of nets left with antenna violations after detail routing is 0. The part of the cycle the worst path needs is 46.1%. Once the clock tree was built, the resizer swapped 0 gates to a different size.
-- power by group through the flow --
stage	logic (µW)	registers, µW	clock network (µW)
4_1_cts	213	1780	1460
5_1_grt	228	1780	1520
6_report	222	1780	1450
-- worst max path at each step --
stage / endpoint / cells after the start / startpoint / slack [ns]
after CTS: q[4] / 12 / address[0] / 56.99
final: q[24] / 14 / address[2] / 57.30
after global routing: q[8] / 15 / address[2] / 57.17
-- area by class of cell --
cell class / instances / area (µm²) / area share (%)
diodes: 74 / 185 / 0.104
clock inverters: 270 / 2780 / 1.56
inverters: 7 / 50.0 / 0.0281
clock buffers: 485 / 10700 / 6.01
repair buffers: 604 / 4760 / 2.67
multi-input cells: 4092 / 31700 / 17.8
well taps: 4140 / 5180 / 2.90
flip-flops and latches: 4096 / 123000 / 69.0
-- layer usage --
layer  vias to the layer above  part of all wire [%]  global-route usage [%]
li1                      38200                     -                       -
met1                     46700                    28                    44.9
met2                      8716                    42                    52.3
met3                      1630                    23                    39.2
met4                       102                   6.7                    20.4
met5                         -                  0.59                    8.81
-- placed cells by master, fill, tap and decap left out, types with 80 or more instances in the layout --
cell,synthesis,final
sky130_fd_sc_hd__nor2b_1,108,101
sky130_fd_sc_hd__o22ai_1,170,170
sky130_fd_sc_hd__a21oi_1,425,425
sky130_fd_sc_hd__nor2_4,0,128
sky130_fd_sc_hd__nor2_1,290,161
sky130_fd_sc_hd__clkbuf_16,0,418
sky130_fd_sc_hd__o21ai_0,324,317
sky130_fd_sc_hd__a22oi_1,468,467
sky130_fd_sc_hd__edfxtp_1,4096,4096
sky130_fd_sc_hd__mux2i_1,127,127
sky130_fd_sc_hd__nand2_1,241,231
sky130_fd_sc_hd__a221oi_1,847,847
sky130_fd_sc_hd__buf_4,26,555
sky130_fd_sc_hd__clkinv_2,0,80
sky130_fd_sc_hd__clkinv_1,0,100
sky130_fd_sc_hd__mux2_2,277,277
-- worst max-delay path, stage by stage --
cell,delay [ns]
sky130_fd_sc_hd__buf_8,0.23
sky130_fd_sc_hd__buf_4,0.58
sky130_fd_sc_hd__buf_4,0.60
sky130_fd_sc_hd__buf_4,0.50
sky130_fd_sc_hd__buf_4,0.48
sky130_fd_sc_hd__buf_4,0.56
sky130_fd_sc_hd__nor2_4,0.07
sky130_fd_sc_hd__buf_4,0.35
sky130_fd_sc_hd__a221oi_1,0.44
sky130_fd_sc_hd__o21ai_0,0.16
sky130_fd_sc_hd__o211a_1,0.22
sky130_fd_sc_hd__nor4_2,1.04
sky130_fd_sc_hd__nand4b_1,0.50
sky130_fd_sc_hd__clkdlybuf4s50_1,0.55
-- through the flow --
| stage | utilization (%) | worst slack [ns] |
|---|---|---|
| floorplan | - | 61.70 |
| global placement | 52.8 | 56.83 |
| detailed placement | 52.8 | 57.03 |
| CTS | 57.2 | 56.99 |
| global route | 57.2 | 57.17 |
| finish | 57.2 | 57.30 |
-- logic make-up after synthesis --
logic type / Yosys count / share of synthesized area [%]
muxes: 476 / 3.82
AOI/OAI and AO/OA: 2731 / 12.9
buffers and inverters: 734 / 2.03
DFF: 4096 / 78.5
and+or+nand+nor: 885 / 2.74
No activity file was given, so power comes from the tool's default toggle rates.

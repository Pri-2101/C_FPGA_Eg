## design/flow/run.sh

```bash
#!/bin/bash
# OpenROAD 26Q1-2900-gdf79404cd8, Yosys 0.63+post, stock flow scripts
make -C /OpenROAD-flow-scripts/flow DESIGN_CONFIG=/design/flow/config.mk WORK_HOME=/design/flow/orfs finish
```

## design/flow/config.mk

```make
export PLATFORM = sky130hd
export DESIGN_NAME = ALU
export DESIGN_NICKNAME = ALU
export VERILOG_FILES = /design/flow/design.v
export SDC_FILE = /design/flow/constraint.sdc
export NUM_CORES = 4
export LEC_CHECK = 1
export CORE_UTILIZATION = 30
```

## design/flow/constraint.sdc

```tcl
current_design ALU

set clk_period 26.3
set clk_io_pct 0.2

create_clock -name clk0 -period $clk_period

set non_clock_inputs [all_inputs -no_clocks]
set_input_delay [expr $clk_period * $clk_io_pct] -clock clk0 $non_clock_inputs
set_output_delay [expr $clk_period * $clk_io_pct] -clock clk0 [all_outputs]
```

## design/flow/design.v

```verilog
module ALU ( 
  input [2:0] Op_code,
  input [31:0] A, B,
  output reg [31:0] Y
);
   always@(A or B or Op_code)
   begin
        case(Op_code)
	    3'b000: Y = A;
	    3'b001: Y = A + B;
	    3'b010: Y = A - B;
	    3'b011: Y = A & B;
	    3'b100: Y = A | B;
	    3'b101: Y = A + 1;
	    3'b110: Y = A - 1;
	    3'b111: Y = B;
	    default: Y = 0;
	endcase
    end
endmodule
```

==> run_results.csv <==
group,metric,value,unit
place,detailed_place_hpwl,10300,um
finish,flop_area,0,um^2
synthesis,synth_sequential_area_ratio,0,%
timing,timing.setup.tns,0,ns
worst_setup_path,endpoint_kind,"output pin",
synthesis,post_synth_instance_area,3530,um^2
floorplan,die-area,12200,um^2
synthesis,synth_warnings,1,
worst_setup_path,cp.buffers_inverters,6,
finish,utilization,40.4,%
clock_network,post_cts.resized_instances,0,
floorplan,die_w,111,um
finish,filler_cell_count,1142,
worst_setup_path,worst-endpoint-arrival,10.98,ns
outcome,status,"complete, no violations",
routing,detail_route.vias_per_cell,5.80,
timing,fmaxAchievable,61.6,MHz
routing,total_inserted_antenna_cells,0,
worst_setup_path,cp.required,21.04,ns
timing,fin_hold_ws,11.46,ns
finish,nClkBuffers,0,
floorplan,initial_utilization,30.8,%
clock_network,cts.repair_timing.setup_buffer_count,0,
power_and_ir_drop,power.density,26.6,nW/um^2
grt,number_of_antenna_violations_at_the_first_check_in_global_routing,0,
floorplan,core.rowCount,39,
timing,final_period_minus_worst_setup_slack,16.24,ns
synthesis,postSynthCellCount,534,
worst_setup_path,critPathTopFamily,"AND-OR/OR-AND gates",
grt,grt_pass1_wl,21400,um
synthesis,yosys-top-cells-area,"sky130_fd_sc_hd__ha_1 (11%), sky130_fd_sc_hd__xnor2_1 (8.2%), sky130_fd_sc_hd__nand2_1 (7.8%)",
finish,design_area_final,4630,um^2
synthesis,yosys.stat.chipArea,3530,um^2
worst_hold_path,worst_hold_path_type,"in -> out",
place,placer_s_final_routability_congestion_estimate,1.02,
floorplan,top_level_ports,99,
timing,finalSetupViolations,0,
flow_run,max_cap_viol_count,0,
routing,drt_wl_total,13200,um
routing,routed_via_count,4351,
finish,area_growth_syn_to_layout,31.0,%
place,count_of_buffers_inserted_at_the_top_level_ports,99,
floorplan,core_area,11500,um^2
power_and_ir_drop,total_power,0.123,mW
routing,post-route-drc-count,0,
worst_setup_path,maximum_cell_stage_delay_along_the_critical_path,0.51,ns
power_and_ir_drop,power.static_leakage,1.75,nW
routing,drt.antenna.violating_nets,0,
grt,maximum_number_of_pins_on_one_net_before_global_route_repair,42,
finish,design.seq.count,0,
synthesis,synthTopCellsByCount,"sky130_fd_sc_hd__nand2_1 (73), sky130_fd_sc_hd__a21oi_1 (53), sky130_fd_sc_hd__o21ai_0 (42)",
power_and_ir_drop,ir_drop,0.0134,mV
timing,final-hold-violation-count,0,
worst_setup_path,timing.critical_path.slowest_stage_cell,"sky130_fd_sc_hd__clkdlybuf4s50_1",
finish,drive_gt1_share,5.93,%
place,placement.cell_area,4630,um^2
grt,track_usage,21.5,%
grt,grt_pass1_vias,4079,
synthesis,synthMostInstantiatedCell,"sky130_fd_sc_hd__nand2_1",
worst_setup_path,worst-setup-path-type,"in -> out",
synthesis,top_area_share,11.3,%
timing,rsz0062_at_grt,"no",
worst_setup_path,critPathMaxFanout,41,
synthesis,synth.distinct_cells,69,
routing,drt-pass1-iter-count,5,
worst_setup_path,cp_cell_sequence,"clkdlybuf4s50_1 > buf_4 > inv_1 > nand2_1 > buf_4 > nor2_2 > buf_4 > a221oi_1 > ha_1 > a211oi_1 > nor2_1 > o41a_1 > a221oi_1 > a21boi_0 > o21a_1 > o21ai_0 > mux2_2 > a221oi_1 > clkdlybuf4s50_1",
grt,globalRoute.totalOverflow,0,
timing,maxSlewViolCount,0,
synthesis,largest_area_cell,"sky130_fd_sc_hd__ha_1",
timing,transition_time_at_the_pin_with_the_least_slew_margin,0.928,ns
clock_network,cts_hold_buffers,0,
routing,detail_route.iter0.violations,337,
synthesis,ys_cells,534,
routing,routed_wirelength_normalized_by_instance_count,17.5,um
synthesis,synth.avg_cell_area,6.62,um^2
worst_setup_path,crit_path_start_kind,"input port",
flow_run,openroad.warnings,32,
timing,max-slew-margin-rel,36.5,%
timing,finalCritPeriodShare,61.8,%
floorplan,die.size.y,111,um
[routing by layer]
metal	GRT usage (%)	part of all wire [%]
met5	0	0
met1	31.4	47
met4	3.38	1.6
met3	3.47	7.8
met2	33.8	44
[report_power, final]
part / total (mW) / internal, mW / switching [mW]
registers: 0 / 0 / 0
clock network: 0 / 0 / 0
logic: 0.123 / 0.0624 / 0.0605
[stage by stage]
step	setup slack, ns	cells
finish	10.06	750
global route	9.57	750
CTS	10.12	750
detailed placement	10.15	750
global placement	10.18	750
floorplan	11.79	534
[path summary, 6_finish.rpt]
check	endpoint	depth (start not counted)	slack, ns	from
max	Y[23]	19	10.06	Op_code[0]
min	Y[5]	4	11.46	A[5]
[cell type report]
type	instances	area [um^2]	share of cell area [%]
Tap cell	143	179	3.86
Inverter	20	75.1	1.62
Timing Repair Buffer	107	1050	22.7
Multi-Input combinational cell	480	3320	71.8
[cells by family after synthesis]
| group | count (synthesis) | share of synthesized area (%) |
|---|---|---|
| adder cells (fa/ha/maj) | 33 | 11.9 |
| AND-OR/OR-AND | 211 | 41.0 |
| buffers and inverters | 54 | 5.98 |
| XOR/XNOR | 53 | 13.1 |
| AND/OR/NAND/NOR | 174 | 25.3 |
| multiplexers | 9 | 2.69 |
[cells in the final DEF, fill, tap and decap left out, drive strengths merged, types with 5 or more instances in the layout]
master and n:
nand2b 6, a22oi 7, a21o 13, o21ai 42, o21a 10, inv 19
a211oi 5, nand2 74, a221o 7, xor2 20, nor2 34, xnor2 33
clkdlybuf4s50 99, buf 8, a221oi 33, a21oi 53, mux2i 5, or3 11
nor3 12, nand4 5, ha 32
No activity file was given, so power comes from the tool's default toggle rates.
